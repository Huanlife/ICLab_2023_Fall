==> /design/flow/design.v <==
module FIFO_syn #(parameter WIDTH=32, parameter WORDS=64) (
    wclk,
    rclk,
    rst_n,
    winc,
    wdata,
    wfull,
    rinc,
    rdata,
    rempty,
    clk2_fifo_flag1,
    clk2_fifo_flag2,
    clk2_fifo_flag3,
    clk2_fifo_flag4,
    fifo_clk3_flag1,
    fifo_clk3_flag2,
    fifo_clk3_flag3,
    fifo_clk3_flag4
);
input wclk, rclk;
input rst_n;
input winc;
input [WIDTH-1:0] wdata;
output reg wfull;
input rinc;
output reg [WIDTH-1:0] rdata;
output reg rempty;
input clk2_fifo_flag1;
input clk2_fifo_flag2;
output clk2_fifo_flag3;
output clk2_fifo_flag4;
input fifo_clk3_flag1;
input fifo_clk3_flag2;
output fifo_clk3_flag3;
output fifo_clk3_flag4;
localparam SIZE = 6;  
wire [SIZE:0] rq2_wptr, wq2_rptr; 
reg [SIZE:0] w_Binary; 
reg [SIZE:0] r_Binary;
reg [SIZE:0] w_Binarynext; 
reg [SIZE:0] r_Binarynext;
reg [SIZE:0] w_Graynext; 
reg [SIZE:0] r_Graynext;
reg [WIDTH-1:0] mem [0:WORDS-1]; 
reg [SIZE:0] wptr;
reg [SIZE:0] rptr;
NDFF_BUS_syn #(.WIDTH(SIZE+1)) sync_w2r(wptr,rq2_wptr,rclk,rst_n);
NDFF_BUS_syn #(.WIDTH(SIZE+1)) sync_r2w(rptr,wq2_rptr,wclk,rst_n);
always @(*)begin
    w_Binarynext = w_Binary + (winc & ~wfull);
    w_Graynext   = w_Binarynext ^ (w_Binarynext >> 1);
end
always @(posedge wclk or negedge rst_n)begin
    if(!rst_n)
        w_Binary <= 0;
    else
        w_Binary <= w_Binarynext;
end
always @(posedge wclk or negedge rst_n)begin
    if(!rst_n)
        wptr <= 0;
    else
        wptr <= w_Graynext;
end
always @(posedge wclk or negedge rst_n)begin
    if(!rst_n)
        wfull <= 0;
    else if(w_Graynext == {~wq2_rptr[SIZE:SIZE-1], wq2_rptr[SIZE-2:0]})
        wfull <= 1;
    else
        wfull <= 0;
end
always @(*)begin
    r_Binarynext = r_Binary + (rinc & ~rempty);
    r_Graynext   = r_Binarynext ^ (r_Binarynext >> 1);
end
always @(posedge rclk or negedge rst_n)begin
    if(!rst_n)
        r_Binary <= 0;
    else
        r_Binary <= r_Binarynext;
end
always @(posedge rclk or negedge rst_n)begin
    if(!rst_n)
        rptr <= 0;
    else
        rptr <= r_Graynext;
end
always @(posedge rclk or negedge rst_n)begin
    if(!rst_n)
        rempty <= 1;
    else if(r_Graynext == rq2_wptr)
        rempty <= 1;
    else
        rempty <= 0;
end
always @(posedge wclk) begin
    if (winc && !wfull) 
        mem[w_Binary[SIZE-1:0]] <= wdata;
end
always @(posedge rclk) begin
    rdata <= mem[r_Binary[SIZE-1:0]];
end
endmodule
module NDFF_BUS_syn #(parameter WIDTH = 8) (
    D, Q, clk, rst_n
);
input [WIDTH-1:0] D;
input clk;
input rst_n;  
output [WIDTH-1:0] Q;
genvar ii;
generate 
for (ii = 0; ii < WIDTH; ii = ii + 1) begin
    NDFF_syn u_NDFF_syn (
        .D(D[ii]), 
        .clk(clk), 
        .rst_n(rst_n),
        .Q(Q[ii])
    );
end
endgenerate
endmodule
module NDFF_syn(D, Q, clk, rst_n);
input D;
input clk;
input rst_n;  
output Q;
reg A1,A2;
assign Q = A2;
always @(posedge clk or negedge rst_n) begin
    if(!rst_n) begin
        A1 <= 0;
        A2 <= 0;
    end 
    else begin
        A1 <= D;
        A2 <= A1;  
    end
end
endmodule
==> /design/flow/run.sh <==
#!/bin/bash
# OpenROAD 26Q1-2900-gdf79404cd8, Yosys 0.63+post, stock flow scripts
make -C /OpenROAD-flow-scripts/flow DESIGN_CONFIG=/design/flow/config.mk WORK_HOME=/design/flow/orfs finish
==> /design/flow/config.mk <==
export PLATFORM = sky130hd
export DESIGN_NAME = FIFO_syn
export DESIGN_NICKNAME = FIFO_syn
export VERILOG_FILES = /design/flow/design.v
export SDC_FILE = /design/flow/constraint.sdc
export NUM_CORES = 4
export LEC_CHECK = 1
export CORE_UTILIZATION = 40
==> /design/flow/constraint.sdc <==
current_design FIFO_syn

set clk_period 31.4
set clk_io_pct 0.2

create_clock -name clk0 -period $clk_period [get_ports {rclk}]
create_clock -name clk1 -period $clk_period [get_ports {wclk}]

set non_clock_inputs [all_inputs -no_clocks]
set_input_delay [expr $clk_period * $clk_io_pct] -clock clk0 $non_clock_inputs
set_output_delay [expr $clk_period * $clk_io_pct] -clock clk0 [all_outputs]
==> impl_metrics.toml <==
# implementation run metrics
[status]
status = "finished clean"

[placed_design]
place.gp.congestion = 0.849
port_buffers = 69
post-dp-hpwl_um = 101000

[drt]
wire_per_inst_um = 28.6
vias = 36696
route.detailed.drc = 0
first_pass_iters = 26
routed_wl_um = 188000
drtIter0Drc = 2328
avgViaCountPerCell = 5.58
final_antenna_net_count = 0

[sta]
worst_pin_slew_ns = 0.907
finalSetupTns_ns = 0
setup_viol = 0
slew_headroom_pct = 39.5
rsz0062_at_grt = "no"
drv_slew = 0
finalHoldViolations = 0
fin_skew_ns = 0.0328

[clock_tree]
path_clk_slew_ns = 0.06
cts_setup_buffers = 0
cts_sinks = 2136
cts_resized = 0
cts_tree = "done"

[finish]
drive_gt1_share_pct = 26.6
flop_area_um2 = 63600
area_growth_pct = 13.5
layout.area.comb_um2 = 16400
fill_cells = 16365

[yosys]
synthArstFlopShare_pct = 2.62
synth.area.mux_share_pct = 15.1
synthXorXnorAreaFrac_pct = 0.533
synth_seq_share_pct = 78.9
syn_area_um2 = 80500
ys_types = 52
yosysWarnings = 6
ff_type = "edfxtp_1"
simple_gate_area_share_pct = 1.16
top_logic_kind = "multiplexers"
ys_area_um2 = 80500
syn_area_per_cell_um2 = 23.0
ys_seq_elements = 2136
syn_inst = 3497
compound_area_share_pct = 2.85
fa_ha_area_share_pct = 0.0622
ys_cells = 3497
edf_count = 2048

[floorplan]
dieWidth_um = 451
die_area_um2 = 203000
num_io_pins = 79
die_y_um = 451
initCoreUtil_pct = 40.3
rows = 164
core-area_um2 = 200000

[setup_path]
r2r_end = "rdata[17]$_DFF_P_"
cp_data_arrival_time_ns = 8.77
r2r_start = "r_Binary[0]$_DFF_PN0_"
cp-end-kind = "register"
worstRegToRegCells = 8
r2r_slack_ns = 26.15
cp-start-kind = "input port"
cp_data_required_time_ns = 31.84
critPathKind = "input port to register"
path_max_fanout = 23

[power_and_ir_drop]
sw_frac_of_total_pct = 29.7
pwr-share-comb_pct = 27.0
p_per_area_nw_per_um2 = 85.5
p_sw_mw = 2.32
worst_ir_drop_vdd_mv = 0.0631
power.internal_mw = 5.49
power_frac_seq_pct = 43.0
finalPower_mw = 7.82
p_clk_share_pct = 30.0
p_leak_nw = 28.5

[global_route]
grt_pass1_vias = 40764
grt_pass1_wl_um = 275000
grt_max_degree = 80
antenna_found_initial = 1
grt-ovfl-total = 0
grt_use_total_pct = 20.8

[run]
drv_cap = 0
warning_count = 32

[hold_path]
whs_path_depth = 0
min-delay-path-class = "register to register"
holdPathEnd = "sync_r2w.genblk1[6].u_NDFF_syn.A1$_DFF_PN0_"
holdCritStartpoint = "rptr[6]$_DFF_PN0_"
[sequential cells by signal, indices dropped and copies added (netlist names)]
signal and cells:
mem 2048, rdata 32, rptr 7, sync_r2w.genblk1.u_NDFF_syn.A1 7, sync_r2w.genblk1.u_NDFF_syn.A2 7, sync_w2r.genblk1.u_NDFF_syn.A1 7, sync_w2r.genblk1.u_NDFF_syn.A2 7, wptr 7
r_Binary 6, w_Binary 6, rempty 1, wfull 1
[worst max path at each step]
stage                 startpoint                    end  slack [ns]
final                       winc  mem[10][21]$_DFFE_PP_       23.07
after global routing        winc  mem[30][23]$_DFFE_PP_       22.92
after CTS                   rinc       rempty$_DFF_PN1_       23.11
[layout make-up]
cell class                      count  share of cell area, %
Clock inverter                     93                  0.772
Tap cell                         2656                   3.64
Clock buffer                      282                   6.09
Inverter                            8                 0.0329
Sequential cell                  2136                   69.5
Timing Repair Buffer              239                   2.00
Multi-Input combinational cell   1157                   17.9
Antenna cell                        2                0.00548
[critical path: stages]
cell             delay, ns
clkdlybuf4s50_1       0.45
nor2b_1               0.35
nor2b_1               0.37
nand2_1               0.09
buf_4                 0.24
nor2_4                0.43
buf_4                 0.55
[placed cells by master (no fill, tap or decap), types with 36 or more instances in the layout]
| cell | netlist | layout |
|---|---|---|
| mux4_2 | 498 | 498 |
| mux2i_1 | 86 | 86 |
| a21oi_1 | 76 | 76 |
| clkinv_1 | 0 | 45 |
| clkbuf_16 | 0 | 212 |
| clkbuf_1 | 96 | 70 |
| nor2_4 | 0 | 63 |
| dfrtp_1 | 55 | 52 |
| clkdlybuf4s50_1 | 0 | 36 |
| a22oi_1 | 167 | 167 |
| edfxtp_1 | 2048 | 2048 |
| buf_4 | 26 | 163 |
[power groups by stage]
| stage | clock, mW | combinational [mW] | sequential (mW) |
|---|---|---|---|
| 5_1_grt | 2.51 | 2.27 | 3.38 |
| 4_1_cts | 2.40 | 2.15 | 3.37 |
| 6_report | 2.35 | 2.11 | 3.36 |
[metal layers]
metal	vias to the layer above	GRT usage [%]	share of wire, %
li1	15414	-	-
met1	18569	25.6	33
met2	2438	29.7	47
met3	271	16.5	17
met4	4	4.68	2.8
met5	-	0.237	0.028
[synth_stat cells, types with 17 or more instances]
master | n | area share, %
edfxtp_1 | 2048 | 76
mux4_2 | 498 | 14
a22oi_1 | 167 | 1.6
clkbuf_1 | 96 | 0.45
mux2i_1 | 86 | 1.1
nor2_1 | 80 | 0.37
a21oi_1 | 76 | 0.47
dfrtp_1 | 55 | 1.7
buf_2 | 42 | 0.26
dfxtp_1 | 32 | 0.80
nand2_1 | 32 | 0.15
buf_4 | 26 | 0.24
buf_6 | 20 | 0.28
nand3_1 | 18 | 0.11
a221oi_1 | 17 | 0.18
a22o_1 | 17 | 0.18
[metrics by stage]
stage	hold slack [ns]	instance area (um^2)	std cells	setup WS, ns	util (%)
final	0.0842	91400	6573	23.07	45.7
after global routing	0.0929	91400	6571	22.92	45.7
after CTS	0.0594	91400	6571	23.11	45.7
after detailed placement	0.336	85100	6190	22.24	42.6
after global placement	0.332	85100	6190	22.26	42.6
after floorplan	0.331	80500	3500	21.87	-
[cell families (layout without fill, tap and decap cells)]
logic type / Yosys count / after routing
fa+ha+maj: 4 / 4
mux: 592 / 592
other cells: 1 / 6
flops: 2136 / 2136
compound gates: 327 / 327
buf+inv: 207 / 622
simple gates: 192 / 192
xor+xnor: 38 / 38
[timing repair]
action / CTS / global route
setup endpoints to repair: 0 / 0
hold buffers: 6 / 0
endpoints found under the hold margin: 6 / 0
Power is estimated from default activity; no workload was simulated.
