==> /design/flow/design.v <==
module Handshake_syn #(parameter WIDTH=32) (
    sclk,
    dclk,
    rst_n,
    sready,
    din,
    dbusy,
    sidle,
    dvalid,
    dout,
    clk1_handshake_flag1,
    clk1_handshake_flag2,
    clk1_handshake_flag3,
    clk1_handshake_flag4,
    handshake_clk2_flag1,
    handshake_clk2_flag2,
    handshake_clk2_flag3,
    handshake_clk2_flag4
);
input sclk, dclk;
input rst_n;
input sready;
input [WIDTH-1:0] din;
input dbusy;
output sidle;
output reg dvalid;
output reg [WIDTH-1:0] dout;
input clk1_handshake_flag1;
input clk1_handshake_flag2;
output clk1_handshake_flag3;
output clk1_handshake_flag4;
input handshake_clk2_flag1;
input handshake_clk2_flag2;
output handshake_clk2_flag3;
output handshake_clk2_flag4;
reg sreq;
wire dreq;
reg dack;
wire sack;
reg [WIDTH-1:0] data;
reg [1:0] s_state, s_nstate;  
reg [1:0] d_state, d_nstate;  
localparam S_IDLE = 0;
localparam S_SEND = 1;
localparam S_WAIT = 2;
localparam D_IDLE = 0;
localparam D_RECV = 1;
NDFF_syn S2D (sreq, dreq, dclk, rst_n);
NDFF_syn D2S (dack, sack, sclk, rst_n);
assign sidle = (s_state == S_IDLE)? 1 : 0;
always @(*)begin
    case(s_state)
        S_IDLE:begin
            if(sready) 
                s_nstate = S_SEND;
            else
                s_nstate = S_IDLE;
        end
        S_SEND:begin
            if(sack) 
                s_nstate = S_WAIT;
            else
                s_nstate = S_SEND;
        end
        S_WAIT:begin
            if(!sack)
                s_nstate = S_IDLE;
            else
                s_nstate = S_WAIT;
        end
        default:begin
            s_nstate = S_IDLE;  
        end
    endcase
end
always @(posedge sclk or negedge rst_n)begin
    if(!rst_n)
        s_state <= S_IDLE;
    else 
        s_state <= s_nstate;
end
always @(posedge sclk or negedge rst_n) begin
    if (!rst_n)
        data <= 0;
    else if (sready && s_state == S_IDLE)
        data <= din;  
end
always @(posedge sclk or negedge rst_n) begin
    if (!rst_n)
        sreq <= 0;
    else if (s_nstate == S_SEND)
        sreq <= 1;  
    else
        sreq <= 0;
end
NDFF_syn NDFF_SYNC_REQ (
    .D(sreq),
    .Q(dreq),
    .rst_n(rst_n),
    .clk(dclk)
);
always @(*)begin
    case(d_state)
        D_IDLE:begin
            if(dreq && !dbusy)
                d_nstate = D_RECV;
            else
                d_nstate = D_IDLE;
        end
        D_RECV:begin
            if(!dreq)
                d_nstate = D_IDLE;
            else
                d_nstate = D_RECV;
        end
        default:d_nstate = D_IDLE;
    endcase
end
always @(posedge dclk or negedge rst_n) begin
    if (!rst_n)
        d_state <= D_IDLE;
    else
        d_state <= d_nstate;
end
always @(posedge dclk or negedge rst_n)begin
    if(!rst_n)
        dack <= 0;
    else
        dack <= (d_nstate == D_IDLE) ? 0 : 1;
end
always @(posedge dclk or negedge rst_n)begin
    if(!rst_n) begin
        dout <= 0;
        dvalid <= 0;
    end
    else begin
        if(d_state == D_IDLE && dbusy == 0 && dreq == 1) begin
            dout <= data;
            dvalid <= 1;
        end
        else begin
            dout <= 0;
            dvalid <= 0;
        end
    end
end
NDFF_syn NDFF_SYNC_ACK (
    .D(dack),
    .Q(sack),
    .rst_n(rst_n),
    .clk(sclk)
);
endmodule
module NDFF_syn(D, Q, clk, rst_n);
input D;
input clk;
input rst_n;  
output Q;
reg A1,A2;
assign Q = A2;
always @(posedge clk or negedge rst_n) begin
    if(!rst_n) begin
        A1 <= 0;
        A2 <= 0;
    end 
    else begin
        A1 <= D;
        A2 <= A1;  
    end
end
endmodule
==> /design/flow/run.sh <==
#!/bin/bash
# OpenROAD 26Q1-2900-gdf79404cd8, Yosys 0.63+post, stock flow scripts
make -C /OpenROAD-flow-scripts/flow DESIGN_CONFIG=/design/flow/config.mk WORK_HOME=/design/flow/orfs finish
==> /design/flow/config.mk <==
export PLATFORM = sky130hd
export DESIGN_NAME = Handshake_syn
export DESIGN_NICKNAME = Handshake_syn
export VERILOG_FILES = /design/flow/design.v
export SDC_FILE = /design/flow/constraint.sdc
export NUM_CORES = 4
export LEC_CHECK = 1
export CORE_UTILIZATION = 30
==> /design/flow/constraint.sdc <==
current_design Handshake_syn

set clk_period 2.2
set clk_io_pct 0.2

create_clock -name clk0 -period $clk_period [get_ports {dclk}]
create_clock -name clk1 -period $clk_period [get_ports {sclk}]

set non_clock_inputs [all_inputs -no_clocks]
set_input_delay [expr $clk_period * $clk_io_pct] -clock clk0 $non_clock_inputs
set_output_delay [expr $clk_period * $clk_io_pct] -clock clk0 [all_outputs]
==> ci_impl_report.md <==
### Flow metrics

| Metric | Value |
|---|---|
| Clk_skew | 0.0110 ns |
| CP required | 1.76 ns |
| Top Ports | 79 |
| DIE WIDTH | 96.9 um |
| Arr. time, crit path | 1.30 ns |
| Sequential element share of the synthesized area | 69.5% |
| Critical path class | register to output pin |
| Avg Vias per Cell | 4.01 |
| Sequential cell area | 0.00188 sq mm |
| Outcome | finished, final reports clean |
| # Post-CTS Setup Buffers | 0 |
| Crit Path Max Fanout | 3 |
| Most common library cells after synthesis | 73 x dfrtp_1, 32 x and2_1, 28 x mux2_4 |
| CTS resizes | 0 |
| Syn Area/Cell | 16.5 sq um |
| Max_slew headroom | 62.0% |
| Vias post-DR | 1,418 |
| Clock sinks | 75 |
| Fin util | 42.4% |
| DIE AREA | 0.00940 sq mm |
| CP Capture Type | output pin |
| Final non-filler cell total | 354 |
| Synth Flop Type | dfrtp_1 |
| Initial antenna violation count | 0 |
| Starting DRT DRC Count | 41 |
| Pwr Total | 3.86 mW |
| Startpoint types | register |
| Power per cell area | 1040 mW/mm^2 |
| Hold Fails Final Rpt | 0 |
| Antenna Cells | 0 |
| Leak | 1.77 nW |
| Crit-path cells | clkdlybuf4s50_1 |
| Detailed Route WL | 4400 um |
| Critical path's slowest cell | dfstp_2 |
| DRT Pass-1 Iters | 4 |
| First-pass GRT wire length | 7620 um |
| HPWL Detailed | 2860 um |
| Total of max-cap violations | 0 |
| Pre-placement core utilization | 31.0% |
| Syn Std Cell Area | 0.00270 sq mm |
| Synth area leader | dfrtp_1 |
| # setup viols final | 0 |
| Top cells by area | dfrtp_1 68%, mux2_4 16%, and2_1 7.4% |
| Number of flops mapped to enable cells by yosys | 0 |
| CTS Hold Bufs | 0 |
| Area leader share | 67.6% |
| Largest net degree at the start of global routing | 45 |
| Hold WS | 0.139 ns |
| Multi-input logic area | 746 sq um |
| DRC viols | 0 |
| Placed instance count | 338 |
| VDD IR max | 387 uV |
| Cells after synthesis | 164 |
| GPL Wtd Cong | 0.696 |
| Synth cell types | 20 |
| Register clock-pin slew on the reported worst setup and hold paths | 0.08 ns |
| WP buf/inv | 1 |
| Share of cells above drive strength 1 | 21.5% |
| Number of fill cells | 818 |
| Max incr delay on CP | 0.55 ns |
| Ys async rst share | 100% |
| Routed Antenna Nets | 0 |
| YS warnings | 8 |
| Layout area overhead | 36.7% |
| Yosys top cell by instances | dfrtp_1 |
| Gr usage total | 10.6% |
| RSZ-0062 raised after global routing | false |
| Tool warning count | 30 |
| Fin. max-slew vios | 0 |
| Synthesized registers | 75 |
| Crit-path leading delay family | flip-flops |
| Core area | 0.00872 sq mm |
| Slew @ Worst Pin | 0.570 ns |
| Final setup TNS | 0 ns |
| YS chip area | 0.00270 sq mm |
| Row Count | 34 |
| Grt total ovfl | 0 |
| Routed length per instance | 12.4 um |
| Vias in the first global route | 1,488 |
| TritonCTS clock tree | done |
| Die span in y | 96.9 um |
| Yosys cell count | 164 |
| IO buf count | 69 |
| Worst hold path class | primary input to asynchronous set/reset pin |
-- state kept, by name, indices dropped and copies added (netlist names) --
| signal | count |
|---|---|
| data | 32 |
| dout | 32 |
| s_state | 3 |
| d_state | 2 |
| D2S.A1 | 1 |
| D2S.A2 | 1 |
| NDFF_SYNC_REQ.A2 | 1 |
| S2D.A1 | 1 |
| dvalid | 1 |
| sreq | 1 |
-- kinds of logic after synthesis --
kind of cell,share of synthesized area [%]
muxes,17.2
and+or+nand+nor,8.47
AOI/OAI and AO/OA,1.34
DFF,69.5
buffers and inverters,3.33
other,0.139
-- through the flow --
| stage | cell area [sq um] | setup WS [ns] |
|---|---|---|
| global placement | 3510 | 0.454 |
| global route | 3700 | 0.427 |
| CTS | 3700 | 0.447 |
| finish | 3700 | 0.461 |
| detailed placement | 3510 | 0.441 |
| floorplan | 2720 | 0.998 |
-- cell type report --
type                       count  area share (%)
clock buffer                  15            4.77
clock inverter                 1           0.135
inverter                       3           0.305
multi-input combinational     79            20.2
sequential                    75            50.8
tap                          108            3.66
timing repair buffer          73            20.1
-- per-layer routing --
| metal | GRT usage, % | up-vias | share of wire [%] |
|---|---|---|---|
| li1 | - | 681 | - |
| met1 | 16.5 | 675 | 48 |
| met2 | 14.9 | 56 | 45 |
| met3 | 3.75 | 6 | 6.1 |
| met4 | 2.41 | 0 | 1.5 |
| met5 | 0 | - | 0 |
-- worst paths after layout --
check                      slack, ns                    to  cells past startpoint                 start
max in group asynchronous       1.46    dout[22]$_DFF_PN0_                      2                 rst_n
min in group clk1               0.38      D2S.A2$_DFF_PN0_                      0      D2S.A1$_DFF_PN0_
max                             0.46                 sidle                      1  s_state[0]$_DFF_PN1_
min reg2reg                     0.35      S2D.A1$_DFF_PN0_                      0        sreq$_DFF_PN0_
min                             0.14  data[25]$_DFFE_PN0P_                      1                 rst_n
max reg2reg                     0.91    dout[24]$_DFF_PN0_                      3  d_state[0]$_DFF_PN1_
max in group clk1               0.76  data[22]$_DFFE_PN0P_                      4                sready
min in group clk0               0.35      S2D.A1$_DFF_PN0_                      0        sreq$_DFF_PN0_
-- cell usage in the layout (no fill, tap or decap), types with 2 or more instances in the layout --
master           synthesis  final
o21ai_0                  2      2
inv_1                    3      3
mux2_2                   4      4
buf_4                    4      3
and2_1                  32     32
dfrtp_1                 73     73
clkdlybuf4s50_1          0     68
conb_1                   1      4
o21a_1                   2      2
dfstp_2                  2      2
mux2_4                  28     28
clkbuf_1                 0      3
buf_12                   0      2
clkbuf_8                 0     12
-- report_power, final --
| group | switching (mW) | internal, mW | leakage (nW) |
|---|---|---|---|
| Combinational | 0.205 | 0.654 | 0.710 |
| Sequential | 0.180 | 1.82 | 0.965 |
| Clock | 0.486 | 0.509 | 0.0937 |
No activity file was given, so power comes from the tool's default toggle rates.
